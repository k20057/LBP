==> flow/design.v <==
`timescale 1ns/10ps
module LBP ( clk, reset, gray_addr, gray_req, gray_ready, gray_data, lbp_addr, lbp_valid, lbp_data, finish);
input   	clk;
input   	reset;
output  [13:0] 	gray_addr;
output         	gray_req;
input   	gray_ready;
input   [7:0] 	gray_data;
output  [13:0] 	lbp_addr;
output  	lbp_valid;
output  [7:0] 	lbp_data;
output  	finish;
reg gray_req, lbp_valid, finish;
reg [13:0] gray_addr, lbp_addr;
reg [3:0] counterG;
reg [3:0] counterS;
reg [7:0] sum, lbp_data, gc_data, gp_data;
reg [13:0] counter1;
reg [13:0] counter2;
reg [13:0] counter3;
reg [13:0] counter4;
reg [13:0] counter5;
reg [13:0] counter6;
reg [13:0] counter7;
reg [13:0] counter8;
reg [13:0] counter9;
always@(posedge clk or posedge reset) 
begin
	if(reset) 
	   gray_req <=0;
	else if (gray_ready) 
	   gray_req <=1;
	else 
	   gray_req <= gray_req;
end
always@(posedge clk or posedge reset) 
begin
	if(reset) 
	   counterG <=0;
	else if (counterG >=9)
	   counterG <= 1;
	else 
	   counterG <= counterG + 1;
end
always@(posedge clk or posedge reset) 
begin
	if(reset) 
	   counterS <=0;
	else 
	   counterS <= counterG;
end
always@(posedge clk or posedge reset) 
begin
	if(reset) 
	   counter1 <=129;
	else if(counterG >=9)
	   counter1 <= counter1 + 1;
	else 
	   counter1 <= counter1;
end
always@(posedge clk or posedge reset) 
begin
	if(reset) 
	   counter2 <=0;
	else if(counterG >=9)
	   counter2 <= counter2 + 1;
	else 
	   counter2 <= counter2;
end
always@(posedge clk or posedge reset) 
begin
	if(reset) 
	   counter3 <=1;
	else if(counterG >=9)
	   counter3 <= counter3 + 1;
	else 
	   counter3 <= counter3;
end
always@(posedge clk or posedge reset) 
begin
	if(reset) 
	   counter4 <=2;
	else if(counterG >=9)
	   counter4 <= counter4 + 1;
	else 
	   counter4 <= counter4;
end
always@(posedge clk or posedge reset) 
begin
	if(reset) 
	   counter5 <=128;
	else if(counterG >=9)
	   counter5 <= counter5 + 1;
	else 
	   counter5 <= counter5;
end
always@(posedge clk or posedge reset) 
begin
	if(reset) 
	   counter6 <=130;
	else if(counterG >=9)
	   counter6 <= counter6 + 1;
	else 
	   counter6 <= counter6;
end
always@(posedge clk or posedge reset) 
begin
	if(reset) 
	   counter7 <=256;
	else if(counterG >=9)
	   counter7 <= counter7 + 1;
	else 
	   counter7 <= counter7;
end
always@(posedge clk or posedge reset) 
begin
	if(reset) 
	   counter8 <=257;
	else if(counterG >=9)
	   counter8 <= counter8 + 1;
	else 
	   counter8 <= counter8;
end
always@(posedge clk or posedge reset) 
begin
	if(reset) 
	   counter9 <=258;
	else if(counterG >=9)
	   counter9 <= counter9 + 1;
	else 
	   counter9 <= counter9;
end
always@(*)
begin
	case (counterG) 
	4'b0001: gray_addr = counter1;
	4'b0010: gray_addr = counter2;
	4'b0011: gray_addr = counter3;
	4'b0100: gray_addr = counter4;
	4'b0101: gray_addr = counter5;
	4'b0110: gray_addr = counter6;
	4'b0111: gray_addr = counter7;
	4'b1000: gray_addr = counter8;
	4'b1001: gray_addr = counter9;
	default: gray_addr = 0;
	endcase
end
always@(posedge clk or posedge reset)
begin
	if (reset) begin
		gc_data <= 0;
		gp_data <= 0;
	end
	else if (counterG ==1) 
		gc_data <= gray_data;
	else	begin
		gp_data <= gray_data;
		gc_data <= gc_data;
	end
end
always@(*)
begin
	if (gp_data >= gc_data) begin
		if(counterS >=2) begin
		case (counterS-1)
		4'b0001: sum = 1;
		4'b0010: sum = 2;
		4'b0011: sum = 4;
		4'b0100: sum = 8;
		4'b0101: sum = 16;
		4'b0110: sum = 32;
		4'b0111: sum = 64;
		4'b1000: sum = 128;
		default: sum = sum;
		endcase
		end
	end
	else 
		sum = sum;
end
integer i;
always@(posedge clk or posedge reset)
begin
	if (reset) begin
		lbp_valid <= 0;
		i <= 0;
	end
	else if (lbp_addr == 255 + 128* i) begin
		lbp_valid <= 0;
		i <= i+1;
	end
	else if (lbp_addr % 128 == 0) 
		lbp_valid <= 0;
	else if (counterS ==9) 
		lbp_valid <= 1;
	else 
		lbp_valid <= 0;
end
always@(posedge clk or posedge reset)
begin
	if (reset) 
		lbp_data <= 0;
	else if (counterS ==1)
		lbp_data <= 0;
	else if (gp_data >= gc_data) begin
		if(counterS >=1) 
		lbp_data <= lbp_data + sum;
	end
	else
		lbp_data <= lbp_data;
end
always@(posedge clk or posedge reset)
begin
	if (reset) 
		lbp_addr <= 0;
	else if (counterG ==9)
		lbp_addr <= counter1;
	else 
		lbp_addr <= lbp_addr;
end
always@(posedge clk or posedge reset)
begin	   
	if (reset) 
		finish <=0;
	else if (lbp_addr >16254)
		finish <=1;
	else 
		finish <=finish;
end
endmodule
==> flow/run.sh <==
#!/bin/bash
# OpenROAD 26Q1-2900-gdf79404cd8, Yosys 0.63+post, stock flow scripts
make -C /OpenROAD-flow-scripts/flow DESIGN_CONFIG=/design/flow/config.mk WORK_HOME=/design/flow/orfs finish
==> flow/config.mk <==
export PLATFORM = sky130hd
export DESIGN_NAME = LBP
export DESIGN_NICKNAME = LBP
export VERILOG_FILES = /design/flow/design.v
export SDC_FILE = /design/flow/constraint.sdc
export NUM_CORES = 4
export LEC_CHECK = 1
export CORE_UTILIZATION = 40
==> flow/constraint.sdc <==
current_design LBP

set clk_period 5.9
set clk_io_pct 0.2

create_clock -name clk0 -period $clk_period [get_ports {clk}]

set non_clock_inputs [all_inputs -no_clocks]
set_input_delay [expr $clk_period * $clk_io_pct] -clock clk0 $non_clock_inputs
set_output_delay [expr $clk_period * $clk_io_pct] -clock clk0 [all_outputs]
==> job_summary.md <==
### Flow metrics

| Metric | Value |
|---|---|
| Status | finished clean |
| Biggest cell delay along the critical path | 500 ps |
| Global route total overflow | 0 |
| Max IR drop VDD | 151 uV |
| FF-to-FF path depth | 10 |
| Row count | 57 |
| Final total power | 0.00259 W |
| Antenna Nets Post-Route | 0 |
| Detailed placement HPWL | 15.2 mm |
| Met1 GRT Util | 30.2% |
| Reg2reg setup slack | 2870 ps |
| Final hold vios | 0 |
| Met2 usage | 25.8% |
| Hold path cells | 1 |
| YS chip area | 0.00995 mm2 |
| DP Area | 0.0108 mm2 |
| Startpoint Class | flip-flop |
| Post-CTS Resized | 0 |
| Post-synthesis cell count | 938 |
| Unique cell types | 65 |
| Die ar. | 0.0255 mm2 |
| IO Port Bufs | 49 |
| Slowest library cell on the worst path | a222oi_1 |
| CTS tree | done |
| Total GRT Usage | 18.3% |
| Hold Path Origin | finish |
| Unrepaired setup endpoints after global routing | false |
| Die X | 160 um |
| CP Data Arrival Time | 2990 ps |
| Min-Delay Path Class | reg -> reg |
| Met3 Usage GRT | 4.08% |
| Biggest area cells | dfrtp_1 47%, xnor2_1 8.6%, nand2_1 3.8% |
| Synth Warn # | 1 |
| Worst slew pin tran | 872 ps |
| Endpoints left unconstrained | 8 |
| Antenna cells | 0 |
| CORE AREA | 0.0244 mm2 |
| Setup bufs post-CTS | 0 |
| Critical path class | reg -> out |
| Top delay family on crit path | AND-OR/OR-AND gates |
| Vias in the first global route | 6618 |
| Top cell area share | 47.3% |
| Tmin final | 4170 ps |
| Ports | 50 |
| H-tree lvl count | 4 |
| Ys async rst share | 96.2% |
| Drt wl/cell | 15.9 um |
| Setup TNS | 0 ps |
| Clk slew on worst S/H paths | 70 ps |
| Layout area overhead | 14.6% |
| Fin. max-slew vios | 0 |
| Post-synth top area cell | dfrtp_1 |
| Largest net degree at the start of global routing | 104 |
| Final Routed Wirelength | 21.1 mm |
| Fin area | 0.0114 mm2 |
| Core Util at FP | 40.8% |
| Log Warnings | 31 |
| CTS Buffer Depth | 2 |
| Max Freq | 0.240 GHz |
| Final Skew | 15.2 ps |
| GPL Wtd Cong | 0.875 |
| Tcrit/Tclk final | 70.7% |
| CTS root buffer | clkbuf_16 |
| Most common reg cell | dfrtp_1 |
| Worst Path Buf+Inv | 2 |
| Post-synth EDFFs | 0 |
| Final setup violation count | 0 |
| CP cell instances | inv_1 > ha_1 > and2_0 > a222oi_1 > nand3_1 > a221o_1 > clkdlybuf4s50_1 |
| Busiest layer in global routing | met1 |
| Via Count | 6901 |
| Initial antenna violation count | 0 |
| Ys cells | 938 |
| Worst Setup End Kind | output port |
| Drt pass-1 iters | 6 |
| Layout Utilization | 46.8% |
| Share of layout cells above drive strength 1 | 8.52% |
| Total CTS buffers | 17 |
| CP max FO | 14 |
| Mapped Area | 0.00995 mm2 |
| Slew margin rel. | 41.8% |
| Max-cap violation count | 0 |
| CP Data Required Time | 4720 ps |
| Hold Buf Count CTS | 0 |
| Power density over the cells | 227 mW/mm2 |
| DRC | 0 |
| Chip Height | 160 um |
| First-pass GRT wire length | 35.8 mm |
| Register pins left without a clock | 8 |
| Vias per cell | 5.22 |
| Synthesized area per cell | 10.6 um2 |
| Worst r2r src | counterG[1] |
| Detailed router's first-iteration violation count | 476 |
| Reg2reg end | counter3[13] |
| Hold Path End | finish |
| Late-Pin Clk Latency | 430 ps |
| Synth Register Bits | 208 |
| P_leak | 4.98 nW |
[cell usage after synthesis, types with 8 or more instances]
master and count:
dfrtp_1 188, nand2_1 102, xnor2_1 98, nor2_1 68
nand3_1 52, xor2_1 43, nand4_1 41, inv_1 37
a22oi_1 30, ha_1 30, clkbuf_1 23, nor3_1 21
mux2_2 19, nor2b_1 19, o21ai_0 15, a221o_1 14
a222oi_1 14, and3_1 13, dfstp_2 12, dlxtn_1 8
nand2b_1 8
[worst reg2reg max path, cell delays in order, from the launching register on]
cell and delay, ps:
dfrtp_1 430, inv_1 120, ha_1 270, nor2_1 100, a21boi_4 440, buf_4 460, nand3_1 180, nor2_1 430
nand2_1 140, nor3_1 220, xor2_1 160
[state kept, by name, indices dropped and copies added, names as in the netlist]
register / flops
sum: 8
counter2: 14
counter3: 14
counter7: 14
counter6: 14
gc_data: 8
gray_req: 1
counter8: 14
counter1: 14
counter4: 14
lbp_valid: 1
lbp_data: 8
i: 25
counterG: 4
lbp_addr: 14
finish: 1
counterS: 4
counter5: 14
counter9: 14
gp_data: 8
[metal layers]
layer / vias to the layer above / share of wire [%]
met4: 0 / 1.7
li1: 3402 / -
met5: - / 0
met1: 3320 / 49
met3: 21 / 5.9
met2: 158 / 44
[worst max path at each step]
stage / start / end / cells after the start / slack (ps)
CTS: counterG[0] / gray_addr[7] / 7 / 1690
global route: counterG[0] / gray_addr[8] / 7 / 1550
finish: counterG[0] / gray_addr[7] / 7 / 1730
[logic make-up (layout without fill, tap and decap cells)]
family                     count (synthesis)  count (layout)  share of synthesized area (%)
and+or+nand+nor                          358             358                           17.9
adders and majority gates                 31              31                           3.97
muxes                                     25              25                           2.75
buffers and inverters                     65             125                           2.51
latches                                    8               8                           1.21
DFF                                      200             200                           50.4
xor gates and xnor gates                 141             141                           12.4
AOI/OAI and AO/OA                        110             110                           8.81
[per-stage QoR]
step           cells  hold WS, ps  setup slack [ps]
3_5_place_dp    1290          455              2190
2_1_floorplan    938          408              2140
3_3_place_gp    1290          438              2320
6_report        1322          469              1730
4_1_cts         1322          462              1690
5_1_grt         1322          493              1550
[layout by cell type (no fill, tap or decap), drive strengths merged, types with 21 or more instances in the layout]
| master | count |
|---|---|
| a22oi | 30 |
| clkdlybuf4s50 | 49 |
| dfrtp | 188 |
| ha | 30 |
| inv | 41 |
| nand2 | 104 |
| nand3 | 53 |
| nand4 | 43 |
| nor2 | 69 |
| nor3 | 21 |
| xnor2 | 98 |
| xor2 | 43 |
[power by group]
part           internal (W)  switching [W]
clock network      0.000607       0.000538
logic             0.0000218      0.0000422
registers           0.00138     0.00000204
[cell type report]
type | count | area [um2]
clock buffers | 19 | 443
clock inverters | 13 | 138
fillers | 2184 | 13000
inverters | 37 | 143
multi-input cells | 665 | 4570
flip-flops and latches | 208 | 5140
well taps | 324 | 405
repair buffers | 56 | 568
Power and IR drop assume default switching activity.
